<file path="flow/run.sh">
#!/bin/bash
# OpenROAD 26Q1-2900-gdf79404cd8, Yosys 0.63+post, stock flow scripts
make -C /OpenROAD-flow-scripts/flow DESIGN_CONFIG=/design/flow/config.mk WORK_HOME=/design/flow/orfs finish
</file>
<file path="flow/config.mk">
export PLATFORM = sky130hd
export DESIGN_NAME = automated_sequence
export DESIGN_NICKNAME = automated_sequence
export VERILOG_FILES = /design/flow/design.v
export SDC_FILE = /design/flow/constraint.sdc
export NUM_CORES = 4
export LEC_CHECK = 1
export CORE_AREA = 10 10 70 70
export DIE_AREA = 0 0 80 80
</file>
<file path="flow/constraint.sdc">
current_design automated_sequence

set clk_period 2.1
set clk_io_pct 0.2

create_clock -name clk0 -period $clk_period [get_ports {clock}]

set non_clock_inputs [all_inputs -no_clocks]
set_input_delay [expr $clk_period * $clk_io_pct] -clock clk0 $non_clock_inputs
set_output_delay [expr $clk_period * $clk_io_pct] -clock clk0 [all_outputs]
</file>
<file path="flow/design.v">
module automated_sequence(sequence, begin_signal, clock, direction_arrow, stop);
    input [7:0]sequence;
    input clock;
	input begin_signal;
    output [1:0]direction_arrow;
    output stop;
    reg out_signal;
    reg [4:0]count = 5'b00000;
    always @(posedge clock) begin
        if (begin_signal) begin
            if(count == 5'b00111)
                begin
                out_signal <= 1;
                count <= 0;
                end
            else
                begin
                count <= count+1;
                out_signal <= 0;
                end
        end
    end 
    reg [2:0]remaining = 3'b100;
    reg [1:0]direction;
    reg stop_signal;
    always @ (posedge out_signal) begin
        if (remaining == 3'b100) 
            direction <= sequence[7:6];
        else if (remaining == 3'b011)
            direction <= sequence[5:4];
        else if (remaining == 3'b010)
            direction <= sequence[3:2];
        else if (remaining == 3'b001)
            direction <= sequence[1:0];
        else
            stop_signal <= 1;
        remaining <= remaining - 1'b1;
    end 
    assign direction_arrow = direction;
    assign stop = stop_signal; 
endmodule
</file>
==> run_summary.xml <==
<?xml version="1.0" encoding="UTF-8"?>
<metrics>
  <group name="grt">
    <metric name="grt_first_pass_wirelength" unit="mm">1.39</metric>
    <metric name="via_count_of_the_first_global_routing_pass" unit="">318</metric>
    <metric name="antenna_found_initial" unit="">0</metric>
    <metric name="grt_max_degree" unit="">8</metric>
    <metric name="globalRoute.totalOverflow" unit="">0</metric>
    <metric name="global_route.usage.total" unit="%">2.72</metric>
  </group>
  <group name="synthesis">
    <metric name="tally_of_unique_sky130hd_cells_used_after_synthesis" unit="">20</metric>
    <metric name="number_of_enable_type_register_cells_in_the_synthesized_netlist" unit="">8</metric>
    <metric name="postSynth.asyncResetShare" unit="%">0</metric>
    <metric name="ff_type" unit="">edfxtp_1</metric>
    <metric name="synthCells" unit="">50</metric>
    <metric name="synth.cell_area" unit="um2">576</metric>
    <metric name="seq_area_frac_synth" unit="%">52.2</metric>
    <metric name="yosys.stat.chipArea" unit="um2">576</metric>
    <metric name="avgSynthCellArea" unit="um2">11.5</metric>
    <metric name="synth_flop_count" unit="">11</metric>
    <metric name="yosys_warnings" unit="">1</metric>
    <metric name="yosysCellCount" unit="">50</metric>
  </group>
  <group name="final_timing">
    <metric name="slew_violations" unit="">0</metric>
    <metric name="unclocked_regs" unit="">5</metric>
    <metric name="period_used_share" unit="%">58.0</metric>
    <metric name="number_of_unconstrained_endpoints" unit="">9</metric>
    <metric name="timing_hold_violations_final" unit="">0</metric>
    <metric name="setup_viol_count_final" unit="">0</metric>
    <metric name="post-route-min-period" unit="ns">1.22</metric>
    <metric name="max_freq" unit="MHz">821</metric>
    <metric name="fin_setup_tns" unit="ns">0</metric>
    <metric name="rsz0062_at_grt" unit="">no</metric>
    <metric name="finClkSkew" unit="ns">0.00197</metric>
  </group>
  <group name="worst_setup_path">
    <metric name="timing.critical_path.from" unit="">count[0]</metric>
    <metric name="crit_path_start_kind" unit="">register</metric>
    <metric name="critical_path_class" unit="">reg -&gt; reg</metric>
    <metric name="worst_r2r_startpoint" unit="">count[0]</metric>
    <metric name="cells_along_the_critical_path" unit="">ha_1 &gt; nand2_1 &gt; nor3_2 &gt; nor2b_1</metric>
    <metric name="required" unit="ns">2.08</metric>
    <metric name="rr_endpoint" unit="">count[1]</metric>
    <metric name="worstPathBufferInverterCount" unit="">0</metric>
    <metric name="r2r_slack" unit="ns">0.88</metric>
    <metric name="end_kind" unit="">register</metric>
    <metric name="timing.critical_path.max_delay_family" unit="">flip-flops</metric>
    <metric name="endpoint" unit="">count[1]</metric>
    <metric name="worst_ep_arrival_time" unit="ns">1.20</metric>
    <metric name="critical_path.slowest_cell" unit="">edfxtp_1</metric>
    <metric name="crit_fanout" unit="">4</metric>
    <metric name="cpPeakStageDelay" unit="ns">0.37</metric>
    <metric name="worst-r2r-cell-count" unit="">4</metric>
    <metric name="critical_path_cell_count" unit="">4</metric>
  </group>
  <group name="drt">
    <metric name="initialDrtViolationCount" unit="">20</metric>
    <metric name="drtAntennaViolNets" unit="">0</metric>
    <metric name="viasPerCell" unit="">3.40</metric>
    <metric name="detailed_route_drc_error_count" unit="">0</metric>
    <metric name="avgRoutedWirePerCell" unit="um">8.30</metric>
    <metric name="antenna_cells" unit="">0</metric>
    <metric name="dr_total_vias" unit="">367</metric>
    <metric name="detail_route.wirelength" unit="um">896</metric>
    <metric name="detailedRoute.firstPassIterationCount" unit="">4</metric>
  </group>
  <group name="clock_tree">
    <metric name="clock.latency.late_pin" unit="ns">0.24</metric>
    <metric name="cts_setup_buffers" unit="">0</metric>
    <metric name="cts_repair_resized_insts" unit="">0</metric>
    <metric name="cts.path.max_buffers" unit="">2</metric>
    <metric name="cts_buffers" unit="">3</metric>
    <metric name="cts.reportedPaths.clkPinSlew" unit="ns">0.04</metric>
    <metric name="tritoncts_clock_tree" unit="">built</metric>
    <metric name="postCtsHoldBufs" unit="">0</metric>
    <metric name="cts.htree.levels" unit="">1</metric>
    <metric name="cts_root_buffer" unit="">clkbuf_4</metric>
  </group>
  <group name="power_and_ir_drop">
    <metric name="power_switching" unit="W">0.0000650</metric>
    <metric name="p_sw_share" unit="%">20.5</metric>
    <metric name="leakage" unit="nW">0.286</metric>
    <metric name="power.ir.vdd_worst" unit="mV">0.440</metric>
    <metric name="share_clk_of_total_power" unit="%">31.8</metric>
    <metric name="power_report.internal_total" unit="W">0.000252</metric>
    <metric name="cellPowerDensity" unit="nW/um2">420</metric>
    <metric name="combPwrFrac" unit="%">14.9</metric>
    <metric name="seq_power_share" unit="%">53.3</metric>
  </group>
  <group name="placed_design">
    <metric name="detailedPlacementHpwl" unit="um">759</metric>
    <metric name="finalWeightedCongestion" unit="">0.761</metric>
    <metric name="placedCellCount" unit="">105</metric>
    <metric name="io_buffer_count" unit="">11</metric>
  </group>
  <group name="die">
    <metric name="fp.dieH" unit="um">80</metric>
    <metric name="die_width" unit="um">80</metric>
    <metric name="floorplanUtilization" unit="%">16.8</metric>
    <metric name="placeableCoreArea" unit="um2">3420</metric>
    <metric name="die_footprint" unit="um2">6400</metric>
    <metric name="row_count" unit="">21</metric>
    <metric name="ioPinCount" unit="">13</metric>
  </group>
  <group name="layout">
    <metric name="stdcell_count" unit="">108</metric>
    <metric name="drive_above_1_share" unit="%">6.45</metric>
    <metric name="areaGrowthSynthToFinish" unit="%">30.9</metric>
  </group>
  <group name="status">
    <metric name="outcome" unit="">completed</metric>
  </group>
  <group name="flow_run">
    <metric name="cap_viol_max_count" unit="">0</metric>
    <metric name="tool_warnings" unit="">29</metric>
  </group>
  <group name="hold_path">
    <metric name="timing.hold.worst.class" unit="">reg -&gt; reg</metric>
  </group>
</metrics>
-- power groups by stage --
stage	Clock, W	Combinational, W	Sequential (W)
4_1_cts	0.000105	0.0000479	0.000169
6_report	0.000101	0.0000472	0.000169
5_1_grt	0.000114	0.0000540	0.000171
-- metal layers --
layer	vias to the layer above	share of wire, %	wire, um	global-route usage [%]
li1	195	-	-	-
met1	160	42	376	3.03
met2	12	49	435	4.49
met3	0	9.4	84	1.48
met4	0	0	0	0.528
met5	-	0	0	0
-- worst min-delay path by stage --
stage / start / end / slack (ns) / cells past startpoint
4_1_cts: count[0] / count[0] / 0.60 / 1
5_1_grt: count[0] / count[0] / 0.61 / 1
6_report: count[0] / count[0] / 0.60 / 1
-- through the flow --
step                      worst slack [ns]  hold WS [ns]  cell area [um2]  total power, W  utilization [%]
after floorplan                      0.978         0.532              576        0.000191                -
after detailed placement             0.739         0.590              731        0.000218             21.4
final                                0.882         0.600              753        0.000317             22.1
after global routing                 0.776         0.613              753        0.000338             22.1
after CTS                            0.872         0.602              753        0.000322             22.1
after global placement               0.755         0.575              731        0.000215             21.4
-- layout make-up --
type                            instances  area, um2
Clock buffer                            3       22.5
Fill cell                             375       2660
Inverter                                3       11.3
Multi-Input combinational cell         34        251
Sequential cell                        11        300
Tap cell                               46       57.6
Timing Repair Buffer                   11        110
-- kinds of logic (layout without fill, tap and decap cells) --
kind of cell	after synthesis	after routing	share of synthesized area, %
muxes	4	4	6.96
buffers and inverters	5	17	4.13
and+or+nand+nor	14	14	12.0
xor gates and xnor gates	3	3	4.57
DFF	11	11	52.2
other	1	1	0.652
AOI/OAI and AO/OA	6	6	6.52
adders and majority gates	6	6	13.0
-- state kept, by name, summed over array words and instances (netlist names) --
register	count
remaining	3
count	5
direction	2
out_signal	1
-- cell usage in the layout (no fill, tap or decap) --
cell and n:
nand3_1 2, clkbuf_4 3, nor2_1 1, xnor2_1 1, o21ai_0 1, xor2_1 2, clkdlybuf4s50_1 11, nor3_1 2
a21o_1 1, mux2i_1 4, o21a_1 2, conb_1 1, o21ai_1 2, edfxtp_1 8, nor2b_1 2, nor3_2 1
dfxtp_1 3, ha_1 6, nand2_1 6, inv_1 3
-- synthesized netlist by cell type, types with 2 or more instances --
cell / count / area (um2)
o21ai_1: 2 / 10.0
dfxtp_1: 3 / 60.1
nand2_1: 6 / 22.5
edfxtp_1: 8 / 240
inv_1: 3 / 11.3
o21a_1: 2 / 15.0
xor2_1: 2 / 17.5
nor3_1: 2 / 10.0
ha_1: 6 / 75.1
mux2i_1: 4 / 40.0
nand3_1: 2 / 10.0
nor2b_1: 2 / 12.5
Power figures rest on the tool's default switching activity, not on a simulated workload.
