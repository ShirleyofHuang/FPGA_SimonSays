## ./design.v

```verilog
module automated_fsm(
					reset_n,
					clock, 
					direction, 
					stop,
          begin_signal, 
					sync_counter,
					out_x, 
					out_y, 
					out_color
					);
	input reset_n, clock, stop, begin_signal, sync_counter;
	input [1:0]direction; 
	output reg [7:0] out_x;
	output reg [6:0] out_y;
	output reg [2:0] out_color;
	reg[3:0] current_state, next_state;
	localparam DRAW_UP = 4'b0000,
					DRAW_DOWN = 4'b0001,
					DRAW_RIGHT = 4'b0010,
					DRAW_LEFT = 4'b0011,
					CHANGE_UP = 4'b0100,
					CHANGE_DOWN = 4'b0101,
					CHANGE_RIGHT = 4'b0110,
					CHANGE_LEFT = 4'b0111,
					AUTOMATIC_SEQUENCE_REST = 4'b1000,
					UPDATE_COLOR = 4'b1001;
	always @(posedge clock) 
	begin
		if (!reset_n) begin
			current_state <= DRAW_UP;
			end
		else begin
			current_state <= next_state;
		end 
	end
	always @(posedge sync_counter)
		begin:state_table
		case(current_state)
			DRAW_UP: next_state = DRAW_DOWN;
			DRAW_DOWN: next_state = DRAW_LEFT;
			DRAW_LEFT: next_state = DRAW_RIGHT;
			DRAW_RIGHT: next_state = begin_signal? AUTOMATIC_SEQUENCE_REST: DRAW_RIGHT;
			AUTOMATIC_SEQUENCE_REST: next_state = stop? AUTOMATIC_SEQUENCE_REST: UPDATE_COLOR;
            UPDATE_COLOR: begin
			if (direction == 2'b00)
				next_state = CHANGE_UP;
			else if (direction == 2'b01)
				next_state = CHANGE_DOWN;
			else if (direction == 2'b10)
				next_state = CHANGE_RIGHT;
			else if (direction == 2'b11)
				next_state = CHANGE_LEFT;
			end
			CHANGE_UP: next_state = DRAW_UP;
			CHANGE_DOWN: next_state = DRAW_UP;
			CHANGE_RIGHT: next_state = DRAW_UP;
			CHANGE_LEFT: next_state = DRAW_UP;
		endcase 
		end 
	always @(posedge clock)
		begin
		out_color = 3'b111; 
		case(current_state)
			DRAW_UP: begin 
				out_x <= 8'b01001110;
				out_y <= 7'b0110110;
				out_color <= 3'b111;
				end 
			DRAW_DOWN: begin
				out_x <= 8'b01001110;
				out_y <= 7'b0111110; 
				out_color <= 3'b111;
				end
			DRAW_LEFT: begin
				out_x <= 8'b01001010;
				out_y <= 7'b0111010;
				out_color <= 3'b111;
				end
			DRAW_RIGHT: begin
				out_x <= 8'b01010010;
				out_y <= 7'b0111010;
				out_color <= 3'b111;
				end
			AUTOMATIC_SEQUENCE_REST : begin
				out_x <= 8'b01001010;
				out_y <= 7'b0111010;
				out_color <= 3'b111;
				end
			UPDATE_COLOR:begin
				end
			CHANGE_DOWN: begin
				out_x <= 8'b01001110;
				out_y <= 7'b0111110;
				out_color <= 3'b010;
				end 
			CHANGE_UP: begin
				out_x <= 8'b01001110;
				out_y <= 7'b0110110;
				out_color <= 3'b010;
				end 
			CHANGE_LEFT: begin
				out_x <= 8'b01001010;
				out_y <= 7'b0111010;
				out_color <= 3'b010;
				end 
			CHANGE_RIGHT: begin
				out_x <= 8'b01010010;
				out_y <= 7'b0111010;
				out_color <= 3'b010;
				end 
		endcase 
		end 
endmodule 
```

## ./run.sh

```bash
#!/bin/bash
# OpenROAD 26Q1-2900-gdf79404cd8, Yosys 0.63+post, stock flow scripts
make -C /OpenROAD-flow-scripts/flow DESIGN_CONFIG=/design/flow/config.mk WORK_HOME=/design/flow/orfs finish
```

## ./config.mk

```make
export PLATFORM = sky130hd
export DESIGN_NAME = automated_fsm
export DESIGN_NICKNAME = automated_fsm
export VERILOG_FILES = /design/flow/design.v
export SDC_FILE = /design/flow/constraint.sdc
export NUM_CORES = 4
export LEC_CHECK = 1
export CORE_AREA = 10 10 70 70
export DIE_AREA = 0 0 80 80
```

## ./constraint.sdc

```tcl
current_design automated_fsm

set clk_period 1.8
set clk_io_pct 0.2

create_clock -name clk0 -period $clk_period [get_ports {clock}]
create_clock -name clk1 -period $clk_period [get_ports {sync_counter}]

set non_clock_inputs [all_inputs -no_clocks]
set_input_delay [expr $clk_period * $clk_io_pct] -clock clk0 $non_clock_inputs
set_output_delay [expr $clk_period * $clk_io_pct] -clock clk0 [all_outputs]
```

==> summary.txt <==
First DRT Iteration DRCs: 29
Dpl ws: 455 ps
Setup ws final: 397 ps
Worst slew pin tran: 515 ps
Total power divided by cell area: 1030 nW/um2
Max Transition Viols Final: 0
Max Cap Violations: 0
Setup_tns: 0 ps
CP Capture Type: output pin
HPWL Detailed: 846 um
Ys flops: 14
VDD IR-drop max: 0.209 mV
Cell area leaders: edfxtp_1 (41%), dfxtp_1 (15%), buf_4 (14%), and2_1 (3.8%), a21oi_1 (3.1%)
FP Core Util: 19.2%
Via density: 3.26
Final hold vios: 0
Width of the chip: 80 um
WL final: 1.09 mm
Top_reg_cell synth: edfxtp_1
Layout cells sized above 1: 11.3%
Antenna violations before repair: 0
Headroom to the max-slew limit: 65.3%
RSZ-0062 raised after global routing: false
GPL Wtd Cong: 0.729
Most numerous cell in the Yosys netlist: buf_4
Vias: 382
Clock Skew: 6.18 ps
Min-delay worst type: reg2reg
Top-area cell share: 41.2%
Post-Synthesis Cells: 58
GRT Total Usage: 3.34%
TritonCTS clock tree: yes
I/O pin count: 25
CP cell instances: clkdlybuf4s50_1
Mapped Avg Cell Area: 11.3 um2
First-pass GRT wire length: 1.70 mm
Yosys cell count: 58
Buffers added on ports: 12
Chip Area: 6400 um2
Critical path peak fanout: 2
Status: completed
Synth cell types: 23
Die Y: 80 um
Rows: 21
Gr ovfl total: 0
CTS resizes: 0
Clock Sinks: 14
Crit path buf inv count: 1
Delay-heaviest family, CP: buffers and inverters
Mean routed wirelength per cell: 9.27 um
# hold bufs at CTS: 0
Core footprint: 3420 um2
Drt pass-1 iters: 4
Worst-path clk slew: 60 ps
# Post-CTS Setup Buffers: 0
Synth warnings: 1
Largest net degree at the start of global routing: 12
CP Launch Type: flip-flop
OpenROAD warnings: 26
Hold Crit Depth: 1
LEAKAGE: 0.322 nW
Crit path DAT: 1040 ps
Sequential area share after synthesis: 56.5%
Top cell type by total area after synthesis: edfxtp_1
Crit path DRT: 1440 ps
# setup viols final: 0
Mapped Area: 656 um2
Number of enable flip-flop cells: 9
CP peak stage delay: 460 ps
Number of global-route vias before repair: 380
Critical path class: reg2out
Top cells by count, synth: buf_4 (12), edfxtp_1 (9), dfxtp_1 (5)
Async set-reset flop share out of synthesis: 0%
CP Depth: 1
Residual DRC: 0
Yosys stat chip area: 656 um2
Worst R2R Path Depth: 1
Area Overhead vs Synth: 25.2%
Diodes inserted: 0
Slowest-stage cell, CP: clkdlybuf4s50_1
Final antenna-violating net count: 0
-- kinds of logic after synthesis --
logic type / after synthesis / synth area share (%)
DFF: 14 / 56.5
AOI/OAI and AO/OA: 10 / 9.73
and+or+nand+nor: 16 / 16.0
buffers and inverters: 16 / 16.6
other: 2 / 1.15
-- power by group --
part	leakage (nW)	total, W	switching, W	internal [W]
combinational	0.152	0.000111	0.0000312	0.0000797
clock	0.0348	0.000299	0.000102	0.000197
sequential	0.135	0.000432	0.0000313	0.000400
total	0.322	0.000842	0.000165	0.000677
-- through the flow --
stage                     utilization [%]  area, um2  total power [W]  instances  hold slack [ps]
after floorplan                         -        689         0.000499         67              420
after global placement               22.3        762         0.000551        110              425
after detailed placement             22.3        762         0.000551        110              427
after CTS                            24.0        821         0.000858        117              405
after global routing                 24.0        821         0.000898        117              423
final                                24.0        821         0.000842        117              402
-- path summary, 6_finish.rpt --
| path | from | end | slack (ps) |
|---|---|---|---|
| worst min register to register | next_state[2] | current_state[2] | 400 |
| max in group clk1 | current_state[2] | next_state[1] | 550 |
| worst max-delay path | out_color[0] | out_color[2] | 400 |
| worst min-delay path | next_state[2] | current_state[2] | 400 |
| worst max register to register | current_state[2] | next_state[1] | 550 |
| min in group clk1 | current_state[2] | next_state[1] | 680 |
-- cells in the final DEF, fill, tap and decap left out --
cell type / Yosys / final
nor2b_4: 1 / 1
o2111ai_1: 1 / 1
and2b_1: 2 / 2
a21oi_1: 4 / 4
dfxtp_1: 5 / 5
and2_1: 4 / 4
and3b_1: 1 / 1
nor3_1: 1 / 1
nand3b_1: 1 / 1
clkdlybuf4s50_1: 0 / 12
o21a_1: 1 / 1
clkbuf_4: 0 / 6
nand2b_1: 1 / 1
nor2_1: 2 / 2
inv_1: 1 / 1
o21bai_1: 1 / 1
edfxtp_1: 9 / 9
or3_1: 1 / 1
nor2b_1: 1 / 1
o21ai_0: 1 / 1
o31ai_1: 2 / 2
clkbuf_8: 0 / 1
conb_1: 2 / 11
nand2_1: 1 / 1
-- registers in the layout (all words and copies together) (netlist names) --
register       cells
current_state      4
next_state         4
out_x              3
out_y              2
out_color          1
-- routing by layer --
layer  GRT usage (%)  part of all wire (%)  vias up
met3            3.07                    16        2
met5               0                     0        -
li1                -                     -      200
met1            3.89                    42      164
met4            1.23                   1.1        0
met2            4.17                    41       16
-- layout make-up --
cell class,instances,area (um2)
clock buffers,7,58.8
fillers,378,2590
inverters,1,3.75
multi-input cells,37,210
flip-flops and latches,14,370
well taps,46,57.6
repair buffers,12,120
Power figures rest on the tool's default switching activity, not on a simulated workload.
